==> ./design.v <==
module CascadeModule(
    input SP,  
    input SNGL,  
    input [7:0] ICW3,  
    input [2:0] Interrupt_Location,  
    input interruptExists,  
    inout [2:0] CAS,  
    output Address_Write_Enable  
);
wire isSingle = (SNGL == 1'b1);
wire isMaster = (SP == 1'b1);
assign Address_Write_Enable = isSingle | (isMaster & ~ICW3[Interrupt_Location]) | (~isMaster & (CAS == ICW3[2:0]));
reg [2:0] CAS_Reg;
assign CAS = isMaster ? CAS_Reg : 3'bz;
always @(Interrupt_Location) begin
    if(isMaster) begin
        CAS_Reg <= Interrupt_Location;
        if(~interruptExists) begin
            CAS_Reg <= 3'b111;
        end
    end
end
endmodule
==> ./run.sh <==
#!/bin/bash
# OpenROAD 26Q1-2900-gdf79404cd8, Yosys 0.63+post, stock flow scripts
make -C /OpenROAD-flow-scripts/flow DESIGN_CONFIG=/design/flow/config.mk WORK_HOME=/design/flow/orfs finish
==> ./config.mk <==
export PLATFORM = sky130hd
export DESIGN_NAME = CascadeModule
export DESIGN_NICKNAME = CascadeModule
export VERILOG_FILES = /design/flow/design.v
export SDC_FILE = /design/flow/constraint.sdc
export NUM_CORES = 4
export LEC_CHECK = 1
export CORE_AREA = 10 10 70 70
export DIE_AREA = 0 0 80 80
==> ./constraint.sdc <==
current_design CascadeModule

set clk_period 1.6
set clk_io_pct 0.2

create_clock -name clk0 -period $clk_period

set non_clock_inputs [all_inputs -no_clocks]
set_input_delay [expr $clk_period * $clk_io_pct] -clock clk0 $non_clock_inputs
set_output_delay [expr $clk_period * $clk_io_pct] -clock clk0 [all_outputs]
==> impl_metrics.env <==
# flow metrics
export IMPL_status="stopped before the end"
export IMPL_stop_stage="4_1_cts"
export IMPL_tool_error="[error] [KeplerFormal.cpp:679] Workflow failed: Iso has multiple drivers: .CAS2, CAS[2]$_DLATCH_P_.Q0"
export IMPL_unclocked_pins=3
export IMPL_top_cells_by_count="dlxtp_1, nand2b_1, xor2_1"
export IMPL_ios=18
export IMPL_top_area_share_pct=31.1
export IMPL_syn_area_per_cell_sq_um=12.1
export IMPL_largest_area_cell="mux4_1"
export IMPL_dieHeight_um=80
export IMPL_post_cts_buffers=0
export IMPL_async_flop_share_pct=0
export IMPL_fp_util_pct=4.95
export IMPL_portBuffers=15
export IMPL_pre_cts_ws_ns=-0.922
export IMPL_netlist_area_sq_um=169
export IMPL_place_congestion=0.905
export IMPL_synthCells=14
export IMPL_top_cells_by_area="mux4_1, dlxtp_1, xor2_1"
export IMPL_dieWidth_um=80
export IMPL_ff_type="dlxtp_1"
export IMPL_edf_count=0
export IMPL_synth_cell_types=7
export IMPL_untimed_endpoints=6
export IMPL_ys_cells=14
export IMPL_ys_warn_count=2
export IMPL_synth_flops=3
export IMPL_postCtsResizedCells=48
export IMPL_rows=21
export IMPL_cts_hold_fix_buffers=0
export IMPL_ys_area_sq_um=169
==> per-stage QoR <==
step	instances	area, sq um	util (%)	hold slack [ns]	TNS (ns)
floorplan	14	169	-	0.694	0
global placement	77	392	11.5	1.49	-0.872
detailed placement	77	392	11.5	1.57	-0.922
==> logic make-up after synthesis <==
group            share of synthesized area (%)
XOR/XNOR                                  15.6
AND/OR/NAND/NOR                           14.8
multiplexers                              37.0
AND-OR/OR-AND                             5.93
latches                                   26.7

$ cat design.v
module ISR (
    input [2:0] highestPriority,       
    input [7:0] AddressBase,           
    input INTA,                        
    input currentPulse,                
    output reg [7:0] currentAddress     
);
    always @(posedge INTA) begin
        if (currentPulse === 0) begin
            currentAddress <= AddressBase | highestPriority;
        end else begin
            currentAddress <= 8'bzzzzzzzz;
        end
    end
endmodule
$ cat run.sh
#!/bin/bash
# OpenROAD 26Q1-2900-gdf79404cd8, Yosys 0.63+post, stock flow scripts
make -C /OpenROAD-flow-scripts/flow DESIGN_CONFIG=/design/flow/config.mk WORK_HOME=/design/flow/orfs finish
$ cat config.mk
export PLATFORM = sky130hd
export DESIGN_NAME = ISR
export DESIGN_NICKNAME = ISR
export VERILOG_FILES = /design/flow/design.v
export SDC_FILE = /design/flow/constraint.sdc
export NUM_CORES = 4
export LEC_CHECK = 1
export CORE_AREA = 10 10 70 70
export DIE_AREA = 0 0 80 80
$ cat constraint.sdc
current_design ISR

set clk_period 1.0
set clk_io_pct 0.2

create_clock -name clk0 -period $clk_period [get_ports {INTA}]

set non_clock_inputs [all_inputs -no_clocks]
set_input_delay [expr $clk_period * $clk_io_pct] -clock clk0 $non_clock_inputs
set_output_delay [expr $clk_period * $clk_io_pct] -clock clk0 [all_outputs]
==> ci_impl_report.md <==
## PnR job results

| Metric | Value |
|---|---|
| Synth top cells by count | dfxtp_1, or2_1 |
| All-Layer GR Usage | around 1.9% |
| Grt met2 use | between 1 and 1.5% |
| GPL Wtd Cong | ~0.70 |
| Leak Pwr | between 0.15 and 0.2 nW |
| CP Cell Sequence | dlygate4sd2_1 |
| Post-route setup slack | 38.1 ps |
| CP top delay family | flip-flops |
| H-tree depth | 1 |
| WP data arrival | roughly 760 ps |
| Post-Syn Area | 179 um^2 |
| Fraction of the yosys area taken by sequential cells | between 80% and 90% |
| Diodes inserted | 0 |
| Met1 usage | 2.02% |
| Worst Hold End | currentAddress[4] |
| Cell Pwr Density | approximately 1500 nW/um^2 |
| Slew at the pin with the worst max-slew slack | ~64 ps |
| Max_cap viols | 0 |
| Largest register FFs | 8 |
| Drt total wl | around 570 um |
| Initial antenna violation count | 0 |
| Hold Crit Class | in -> reg |
| Critical Path Slowest Stage Cell | dfxtp_1 |
| Row Count | 21 |
| I/O Pins | 21 |
| Post-route minimum period | 962 ps |
| Synth Instances | 11 |
| Yosys chip area | between 150 and 200 um^2 |
| Clk sink count | 8 |
| Initial drt markers | 0 |
| Met3 usage in global routing | under 10% |
| Nature of the critical path endpoint | primary output |
| Post-route ant nets | 0 |
| Top_reg_cell synth | dfxtp_1 |
| Bufs and invs on worst path | 1 |
| Avg Cell Area, Syn | 16.3 um^2 |
| Synth async-reset ratio | 0% |
| Total CTS buffers | 3 |
| Max Slew Vio Count | 0 |
| Worst Path Class, Setup | reg -> out |
| Chip width | approximately 80 um |
| Worst hold start | AddressBase[4] |
| Total congestion overflow | 0 |
| Via count | ~170 |
| Post-CTS Setup Repair Bufs | 0 |
| Top-area cell share | around nine tenths |
| Post-Place Worst Slack | 34.9 ps |
| Residual DRC count | 0 |
| Critical Path Max Stage Delay | just under 300 ps |
| Final hold violations | 0 |
| First-pass GRT wire length | roughly 850 um |
| Worst Hold Depth | 1 |
| Synth unique cells | 2 |
| Synth-to-layout area growth | 144% |
| WP data required | around 800 ps |
| Ys cells | 11 |
| Gr busiest metal | met3 |
| Crit start category | register |
| Critical-path maximum fanout | 1 |
| I/O Buffers | 19 |
| Largest regs | currentAddress (8) |
| Layout cells sized above 1 | 18.2% |
| Relative slew slack | a little over nine tenths |
| Via/cell ratio | 2.13 |
| Status | completed |
| Largest net degree at the start of global routing | 5 |
| Max VDD drop | approximately 560 uV |
| Hpwl dp | 490 um |
| Post-DR wirelength/cell | 7.25 um |
| Top-count cell post-synth | dfxtp_1 |
| Fp_density | 5.24% |
| Root Buffer | clkbuf_4 |
| Post-synth top area cell | dfxtp_1 |
| Die Height | 80 um |
| Tool Warnings | 26 |
| Synth Register Bits | 8 |
| CTS tree | yes |
| Synth area leaders | dfxtp_1, or2_1 |
| Layout fillers | about 400 |
| Vias in the first global route | 194 |
| Die ar. | approximately 6400 um^2 |
| Achievable Freq | just over 1000 MHz |
| Drt pass-1 iters | 1 |
| Period utilization | 96.2% |
| Setup TNS | 0 ps |
| YS warnings | 2 |
| Final setup viols | 0 |
| RSZ-0062 raised after global routing | false |
| Largest Register | currentAddress |
| Core ar. | roughly 3400 um^2 |
| CTS max path bufs | 2 |
| Clk slew on worst S/H paths | 60 ps |
| Flip-flops with a built-in enable | 0 |
## what timing repair did
item | CTS | global route
gates resized | 11 | 5
setup endpoints to repair | 8 | 5
hold endpoints to repair | 0 | 0
hold buffers | 0 | 0
## where the power goes
group,internal (W),switching [W],total (W)
combinational,0.0000549,0.00000826,0.0000631
clock,0.000138,0.000115,0.000253
sequential,0.000336,0.00000330,0.000340
## logic make-up after synthesis
logic type	after synthesis	share of synthesized area [%]
DFF	8	89.5
and+or+nand+nor	3	10.5
## per-layer routing
metal | up-vias | share of wire, %
li1 | 78 | -
met1 | 66 | 47
met2 | 24 | 19
met3 | 0 | 35
met4 | 0 | 0
met5 | - | 0
## placed cells by master, fill, tap and decap left out
master	n
clkdlybuf4s50_1	11
dfxtp_1	7
or2_1	3
clkbuf_4	3
clkdlybuf4s15_1	3
dlygate4sd2_1	3
clkbuf_2	2
dfxtp_2	1
## worst max path at each step
| stage | end | cells past startpoint | start | slack (ps) |
|---|---|---|---|---|
| after global routing | currentAddress[3] | 1 | currentAddress[3] | 0.2 |
| final | currentAddress[3] | 1 | currentAddress[3] | 40 |
| after CTS | currentAddress[4] | 1 | currentAddress[4] | 4 |
## stage by stage
stage	utilization [%]	power, W	instance area [um^2]	hold slack [ps]	std cells
final	12.8	0.000655	437	381	79
after CTS	13.0	0.000673	443	371	79
after floorplan	-	0.000346	179	228	11
after global routing	12.8	0.000698	437	362	79
after detailed placement	12.5	0.000422	427	655	76
after global placement	12.5	0.000422	427	655	76
## final cells by class
class                           count  area [um^2]  area share (%)
Multi-Input combinational cell      3         18.8            4.30
Timing Repair Buffer               19          176            40.4
Tap cell                           46         57.6            13.2
Clock buffer                        3         22.5            5.16
Sequential cell                     8          161            37.0
No activity file was given, so power comes from the tool's default toggle rates.
